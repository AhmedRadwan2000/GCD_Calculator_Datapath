==> /design/flow/design.v <==
module comparator(a, b, a_gt_b, a_eq_b, a_lt_b);
input [7:0] a, b;
output reg a_gt_b, a_eq_b, a_lt_b;
always @(a or b)
begin
if(a > b)
{a_gt_b, a_eq_b, a_lt_b} <= 3'b100;
else if(a == b)
{a_gt_b, a_eq_b, a_lt_b} <= 3'b010;
else
{a_gt_b, a_eq_b, a_lt_b} <= 3'b001;
end
endmodule
module controller (clk, rst, go, a_gt_b, 
					a_eq_b, a_lt_b, a_ld, 
					b_ld, a_sel, b_sel, 
					output_en, done);
input clk, rst;
input go;
input a_gt_b, a_eq_b, a_lt_b;
output reg a_sel, b_sel, a_ld, b_ld, done, output_en;
parameter s0 = 0;
parameter s1 = 1;
parameter s2 = 2;
parameter s3 = 3;
parameter s4 = 4;
parameter s5 = 5;
reg[3:0] ns, cs;
always @(rst or clk)
begin
	if (rst == 1)
		begin
			cs = 0;
		end
	else cs <= ns;
end
always @(clk)
begin
	case (cs)
		s0:
			begin
				if (go == 1)
					begin
						ns = s1;
					end
				else ns = s0;
			end
		s1:ns = s2;
		s2:
			begin
				#10;
				if (a_gt_b == 1) ns = s3;
				else if (a_lt_b == 1) ns = s4;
				else ns = s5;
			end
		s3:ns = s2;
		s4:ns = s2;
		s5:ns = s0;
	endcase
end
always @(clk)
begin
	case (cs)
		s0:{a_sel, b_sel, a_ld, b_ld, done, output_en} = 6'b000_010;				
		s1:{a_sel, b_sel, a_ld, b_ld, done, output_en} = 6'b111_100;
		s2:{a_sel, b_sel, a_ld, b_ld, done, output_en} = 6'b000_000;
		s3:{a_sel, b_sel, a_ld, b_ld, done, output_en} = 6'b001_000;
		s4:{a_sel, b_sel, a_ld, b_ld, done, output_en} = 6'b000_100;
		s5:{a_sel, b_sel, a_ld, b_ld, done, output_en} = 6'b000_011;
	endcase
end
endmodule	
 module datapath (clk, rst, in1, in2, a_sel, b_sel, a_ld, b_ld, a_gt_b, a_eq_b, a_lt_b, output_en, out);
 input clk, rst;
 output a_gt_b, a_eq_b, a_lt_b;
 input a_sel, b_sel, a_ld, b_ld;
 input output_en;
 input [7:0] in1, in2;
 output [7:0] out;
 wire [7:0] tain, tbin, taout, tbout, t1, t2;
 subtractor s1 (taout, tbout, t1);
 subtractor s2 (tbout, taout, t2);
 multiplexer m1 (tain, a_sel, t1, in1);
 multiplexer m2 (tbin, b_sel, t2, in2);
 register r1 (clk, rst, tain, a_ld, taout);
 register r2 (clk, rst, tbin, b_ld, tbout);
 register rout (clk, rst, taout, output_en, out);
 comparator c1 (taout, tbout, a_gt_b, a_eq_b, a_lt_b);
 endmodule
module gcd_machine (clk, rst, go, in1, in2, out, done);
 input clk, rst, go;
 input[7:0] in1, in2;
 output[7:0] out;
 output done;
 wire a_gt_b, a_eq_b, a_lt_b;
 wire a_ld, a_sel, b_ld, b_sel;
 wire output_en;
 controller c1 (clk, rst, go, a_gt_b, a_eq_b, a_lt_b, a_ld, b_ld, a_sel, b_sel, output_en, done);
 datapath d1 (clk, rst, in1, in2, a_sel, b_sel, a_ld, b_ld, a_gt_b, a_eq_b, a_lt_b, output_en, out);
 endmodule
module multiplexer (out, sel, in0, in1);
output reg [7:0] out;
input [7:0] in0, in1;
input sel;
always@(sel or in0 or in1)
begin
if(sel == 0)
out <= in0;
else
out <= in1;
end
endmodule
module register (clk, rst, in, lden, out);
input clk, rst;
input[7:0] in;
input lden;
output reg [7:0] out;
always @(posedge clk)
begin
if(rst == 1)
out <= 0;
else if (lden == 1)
out <= in;
end
endmodule 
module subtractor (in1, in2, out);
input [7:0] in1, in2;
output reg [7:0] out;
always @(in1 or in2)
begin
out <= in1 - in2;
end
endmodule
==> /design/flow/run.sh <==
#!/bin/bash
# OpenROAD 26Q1-2900-gdf79404cd8, Yosys 0.63+post, stock flow scripts
make -C /OpenROAD-flow-scripts/flow DESIGN_CONFIG=/design/flow/config.mk WORK_HOME=/design/flow/orfs finish
==> /design/flow/config.mk <==
export PLATFORM = sky130hd
export DESIGN_NAME = gcd_machine
export DESIGN_NICKNAME = gcd_machine
export VERILOG_FILES = /design/flow/design.v
export SDC_FILE = /design/flow/constraint.sdc
export NUM_CORES = 4
export LEC_CHECK = 1
export CORE_UTILIZATION = 30
==> /design/flow/constraint.sdc <==
current_design gcd_machine

set clk_period 3.2
set clk_io_pct 0.2

create_clock -name clk0 -period $clk_period [get_ports {clk}]

set non_clock_inputs [all_inputs -no_clocks]
set_input_delay [expr $clk_period * $clk_io_pct] -clock clk0 $non_clock_inputs
set_output_delay [expr $clk_period * $clk_io_pct] -clock clk0 [all_outputs]
==> run_summary.xml <==
<?xml version="1.0" encoding="UTF-8"?>
<metrics>
  <group name="layout">
    <metric name="final_core_util" unit="%">37.19</metric>
    <metric name="layout-drive-gt1-share" unit="%">4.745</metric>
    <metric name="layout_top_cell_excl_fill_tap" unit="">nor2_1</metric>
    <metric name="filler_cell_count" unit="">678</metric>
    <metric name="instances_no_fill" unit="">351</metric>
    <metric name="finalInstanceArea" unit="um2">2402</metric>
    <metric name="area_delta_synth_final" unit="%">18.23</metric>
    <metric name="most_used_cells_in_the_layout_excluding_fill_and_tap_cells" unit="">nor2_1, clkdlybuf4s50_1, dfxtp_1, nand2_1, inv_1</metric>
  </group>
  <group name="worst_setup_path">
    <metric name="reg2reg_from" unit="">d1.r1.out[0]$_SDFFE_PP0P_</metric>
    <metric name="critPathCaptureType" unit="">flip-flop</metric>
    <metric name="timing.critical_path.arrival" unit="ps">2260</metric>
    <metric name="endpoint" unit="">d1.r1.out[6]$_SDFFE_PP0P_</metric>
    <metric name="path_class" unit="">flip-flop to flip-flop</metric>
    <metric name="timing.critical_path.from_type" unit="">flip-flop</metric>
    <metric name="critical_path.reg2reg.endpoint" unit="">d1.r1.out[6]$_SDFFE_PP0P_</metric>
    <metric name="setup.worst_path.start" unit="">d1.r1.out[0]$_SDFFE_PP0P_</metric>
    <metric name="ff2ff_setup_slack" unit="ps">1110</metric>
    <metric name="ff2ff_path_depth" unit="">8</metric>
    <metric name="timing.critical_path.fanout_max" unit="">4</metric>
    <metric name="cp_data_required_time" unit="ps">3360</metric>
  </group>
  <group name="placement">
    <metric name="hpwl" unit="um">3319</metric>
    <metric name="portBuffers" unit="">27</metric>
    <metric name="dpl_worst_slack" unit="ps">1113</metric>
    <metric name="gp_congestion" unit="">0.8797</metric>
    <metric name="postPlaceCellArea" unit="um2">2331</metric>
    <metric name="post-place-cells" unit="">347</metric>
  </group>
  <group name="pwr">
    <metric name="vdd_ir_drop_max" unit="mV">0.2161</metric>
    <metric name="p_leak" unit="nW">0.9031</metric>
    <metric name="fin_total_pwr" unit="uW">720.2</metric>
    <metric name="power_per_cell_area" unit="nW/um2">299.8</metric>
  </group>
  <group name="floorplanning">
    <metric name="floorplan.die.height" unit="um">84.30</metric>
    <metric name="fp.dieArea" unit="um2">7106</metric>
    <metric name="die_w" unit="um">84.30</metric>
    <metric name="ios" unit="">28</metric>
    <metric name="num_rows" unit="">29</metric>
    <metric name="coreArea" unit="um2">6459</metric>
    <metric name="fp-utilization" unit="%">31.46</metric>
  </group>
  <group name="sta">
    <metric name="max_freq" unit="MHz">477.6</metric>
    <metric name="finalSetupViolations" unit="">0</metric>
    <metric name="timing.final.crit_period" unit="ps">2094</metric>
    <metric name="max_slew.worst_pin.slew" unit="ps">645.7</metric>
    <metric name="finalHoldViolCount" unit="">0</metric>
    <metric name="final.period_utilization" unit="%">65.43</metric>
    <metric name="worst_slack" unit="ps">1106</metric>
    <metric name="final.hold.worst_slack" unit="ps">507.8</metric>
    <metric name="relSlewSlack" unit="%">56.92</metric>
    <metric name="rsz0062_at_grt" unit="">no</metric>
    <metric name="unclocked_pins" unit="">8</metric>
    <metric name="worst_clock_skew" unit="ps">5.064</metric>
    <metric name="finalMaxSlewViolations" unit="">0</metric>
    <metric name="fin_tns_setup" unit="ps">0</metric>
    <metric name="unconstrained_endpoints" unit="">9</metric>
  </group>
  <group name="cts">
    <metric name="max-clock-path-buffers" unit="">2</metric>
    <metric name="post_cts_buffers" unit="">0</metric>
    <metric name="cts.clk_slew.worst_paths" unit="ps">100</metric>
    <metric name="cts_repair_resize_count" unit="">0</metric>
    <metric name="root_buffer" unit="">clkbuf_8</metric>
    <metric name="clkLatencyLatePin" unit="ps">280</metric>
    <metric name="cts_buffers" unit="">3</metric>
    <metric name="cts_hold_repair.buffers" unit="">0</metric>
    <metric name="tritoncts" unit="">built</metric>
    <metric name="htree_num_levels" unit="">1</metric>
  </group>
  <group name="drt">
    <metric name="routed_wl" unit="um">4717</metric>
    <metric name="drc_violation_count_after_routing" unit="">0</metric>
    <metric name="drt_first_pass_iters" unit="">4</metric>
    <metric name="drt.antenna.violating_nets" unit="">0</metric>
    <metric name="avgRoutedWirePerCell" unit="um">13.44</metric>
    <metric name="detailedRoute.firstIterationViolations" unit="">116</metric>
    <metric name="drt-vias-per-instance" unit="">5.037</metric>
    <metric name="detailed_route_via_count" unit="">1768</metric>
    <metric name="num_antenna_cells" unit="">0</metric>
  </group>
  <group name="outcome">
    <metric name="run_status" unit="">finished clean</metric>
  </group>
  <group name="global_routing">
    <metric name="grt_pass1_wl" unit="um">7983</metric>
    <metric name="gr-usage-all-layers" unit="%">13.96</metric>
    <metric name="global_route.overflow_total" unit="">0</metric>
    <metric name="grt_max_degree" unit="">34</metric>
    <metric name="antenna_violations_before_repair" unit="">0</metric>
    <metric name="via_count_of_the_first_global_routing_pass" unit="">1557</metric>
  </group>
  <group name="synth">
    <metric name="postSynthCellCount" unit="">260</metric>
    <metric name="synth.yosys.warnings" unit="">33</metric>
    <metric name="yosysChipArea" unit="um2">2032</metric>
    <metric name="syn_area_per_cell" unit="um2">7.815</metric>
    <metric name="total_standard_cell_area_after_synthesis" unit="um2">2032</metric>
    <metric name="synth_flop_count" unit="">32</metric>
    <metric name="synth_async_sr_flop_share" unit="%">0</metric>
    <metric name="ys.flop_type" unit="">dfxtp_1</metric>
    <metric name="netlist-cell-type-count" unit="">51</metric>
    <metric name="yosys-stat-cells" unit="">260</metric>
    <metric name="number_of_enable_type_register_cells_in_the_synthesized_netlist" unit="">0</metric>
  </group>
  <group name="job">
    <metric name="tally_of_openroad_warnings" unit="">32</metric>
    <metric name="drv.max_cap_violation_count" unit="">0</metric>
  </group>
  <group name="min_path">
    <metric name="hold_class" unit="">flip-flop to flip-flop</metric>
    <metric name="hold_depth" unit="">2</metric>
  </group>
</metrics>
[synthesized netlist by cell type (3+ instances only)]
cell type | number | area, um2
mux2i_1 | 11 | 110.1
ha_1 | 15 | 187.7
clkbuf_1 | 14 | 52.55
o21ai_1 | 3 | 15.01
inv_1 | 19 | 71.32
nand2_1 | 21 | 78.83
a31oi_1 | 4 | 25.02
a21o_1 | 3 | 22.52
nor3_1 | 10 | 50.05
nand4_1 | 3 | 18.77
nor2_1 | 39 | 146.4
o21ai_0 | 6 | 30.03
buf_2 | 3 | 15.01
a21oi_1 | 13 | 65.06
a311oi_1 | 6 | 52.55
dfxtp_1 | 24 | 480.5
xnor2_1 | 4 | 35.03
nand2b_1 | 3 | 18.77
a211oi_1 | 6 | 45.04
nor3b_1 | 3 | 22.52
dlxtn_1 | 8 | 120.1
[power by group]
| part | internal [mW] | switching [mW] |
|---|---|---|
| logic | 0.0648 | 0.0655 |
| clock network | 0.168 | 0.112 |
| registers | 0.305 | 0.00615 |
| total | 0.537 | 0.183 |
[cells by family (layout without fill, tap and decap cells)]
kind of cell | after synthesis | count (layout) | share of synthesized area [%]
compound gates | 61 | 61 | 21.18
xor+xnor | 5 | 5 | 2.155
fa+ha+maj | 17 | 17 | 11.21
buf+inv | 38 | 52 | 7.574
flops | 24 | 24 | 23.65
latches | 8 | 8 | 5.911
mux | 11 | 11 | 5.419
simple gates | 96 | 96 | 22.91
[worst min-delay path by stage]
stage / startpoint / slack (ps) / end
after global routing: d1.rout.out[2]$_SDFFE_PP0P_ / 530 / d1.rout.out[2]$_SDFFE_PP0P_
final: d1.rout.out[3]$_SDFFE_PP0P_ / 510 / d1.rout.out[3]$_SDFFE_PP0P_
after CTS: d1.rout.out[3]$_SDFFE_PP0P_ / 520 / d1.rout.out[3]$_SDFFE_PP0P_
[layout make-up]
| cell class | count | area [um2] | area share (%) |
|---|---|---|---|
| Clock buffer | 3 | 41.29 | 1.719 |
| Clock inverter | 1 | 30.03 | 1.250 |
| Inverter | 19 | 71.32 | 2.969 |
| Multi-Input combinational cell | 190 | 1277 | 53.18 |
| Sequential cell | 32 | 600.6 | 25.00 |
| Tap cell | 77 | 96.34 | 4.010 |
| Timing Repair Buffer | 29 | 285.3 | 11.88 |
[registers in the layout, indices dropped and copies added, names as in the netlist]
| name | flops |
|---|---|
| d1.r1.out | 8 |
| d1.r2.out | 8 |
| d1.rout.out | 8 |
| c1.ns | 3 |
| c1.a_ld | 1 |
| c1.b_ld | 1 |
| c1.b_sel | 1 |
| c1.done | 1 |
| c1.output_en | 1 |
[layer usage]
layer	GRT usage (%)	part of all wire (%)	vias up
li1	-	-	936
met1	23.82	55	790
met2	19.60	39	40
met3	2.191	5.7	2
met4	0.4702	0.28	0
met5	0	0	-
[worst max-delay path: stages (launching register included)]
cell and delay, ps:
dfxtp_1 390, inv_1 60, ha_1 220, fa_1 460
nor2b_1 160, o21ai_1 130, a2111o_1 400, o211ai_1 100
nor3_1 60
Power is estimated from default activity; no workload was simulated.
